[/design/flow/config.mk]
export PLATFORM = sky130hd
export DESIGN_NAME = Control_Unit
export DESIGN_NICKNAME = Control_Unit
export VERILOG_FILES = /design/flow/design.v
export SDC_FILE = /design/flow/constraint.sdc
export NUM_CORES = 4
export LEC_CHECK = 1
export CORE_AREA = 10 10 70 70
export DIE_AREA = 0 0 80 80
[/design/flow/constraint.sdc]
current_design Control_Unit

set clk_period 1.3
set clk_io_pct 0.2

create_clock -name clk0 -period $clk_period

set non_clock_inputs [all_inputs -no_clocks]
set_input_delay [expr $clk_period * $clk_io_pct] -clock clk0 $non_clock_inputs
set_output_delay [expr $clk_period * $clk_io_pct] -clock clk0 [all_outputs]
[/design/flow/design.v]
module Control_Unit(
      input[3:0] opcode,
      output reg[1:0] alu_op,
      output reg jump,beq,bne,mem_read,mem_write,alu_src,reg_dst,mem_to_reg,reg_write    
    );
always @(*)
begin
 case(opcode) 
 4'b0000:   
   begin
    reg_dst = 1'b0;
    alu_src = 1'b1;
    mem_to_reg = 1'b1;
    reg_write = 1'b1;
    mem_read = 1'b1;
    mem_write = 1'b0;
    beq = 1'b0;
    bne = 1'b0;
    alu_op = 2'b10;
    jump = 1'b0;   
   end
 4'b0001:   
   begin
    reg_dst = 1'b0;
    alu_src = 1'b1;
    mem_to_reg = 1'b0;
    reg_write = 1'b0;
    mem_read = 1'b0;
    mem_write = 1'b1;
    beq = 1'b0;
    bne = 1'b0;
    alu_op = 2'b10;
    jump = 1'b0;   
   end
 4'b0010:   
   begin
    reg_dst = 1'b1;
    alu_src = 1'b0;
    mem_to_reg = 1'b0;
    reg_write = 1'b1;
    mem_read = 1'b0;
    mem_write = 1'b0;
    beq = 1'b0;
    bne = 1'b0;
    alu_op = 2'b00;
    jump = 1'b0;   
   end
 4'b0011:   
   begin
    reg_dst = 1'b1;
    alu_src = 1'b0;
    mem_to_reg = 1'b0;
    reg_write = 1'b1;
    mem_read = 1'b0;
    mem_write = 1'b0;
    beq = 1'b0;
    bne = 1'b0;
    alu_op = 2'b00;
    jump = 1'b0;   
   end
 4'b0100:   
   begin
    reg_dst = 1'b1;
    alu_src = 1'b0;
    mem_to_reg = 1'b0;
    reg_write = 1'b1;
    mem_read = 1'b0;
    mem_write = 1'b0;
    beq = 1'b0;
    bne = 1'b0;
    alu_op = 2'b00;
    jump = 1'b0;   
   end
 4'b0101:   
   begin
    reg_dst = 1'b1;
    alu_src = 1'b0;
    mem_to_reg = 1'b0;
    reg_write = 1'b1;
    mem_read = 1'b0;
    mem_write = 1'b0;
    beq = 1'b0;
    bne = 1'b0;
    alu_op = 2'b00;
    jump = 1'b0;   
   end
 4'b0110:   
   begin
    reg_dst = 1'b1;
    alu_src = 1'b0;
    mem_to_reg = 1'b0;
    reg_write = 1'b1;
    mem_read = 1'b0;
    mem_write = 1'b0;
    beq = 1'b0;
    bne = 1'b0;
    alu_op = 2'b00;
    jump = 1'b0;   
   end
 4'b0111:   
   begin
    reg_dst = 1'b1;
    alu_src = 1'b0;
    mem_to_reg = 1'b0;
    reg_write = 1'b1;
    mem_read = 1'b0;
    mem_write = 1'b0;
    beq = 1'b0;
    bne = 1'b0;
    alu_op = 2'b00;
    jump = 1'b0;   
   end
 4'b1000:   
   begin
    reg_dst = 1'b1;
    alu_src = 1'b0;
    mem_to_reg = 1'b0;
    reg_write = 1'b1;
    mem_read = 1'b0;
    mem_write = 1'b0;
    beq = 1'b0;
    bne = 1'b0;
    alu_op = 2'b00;
    jump = 1'b0;   
   end
 4'b1001:   
   begin
    reg_dst = 1'b1;
    alu_src = 1'b0;
    mem_to_reg = 1'b0;
    reg_write = 1'b1;
    mem_read = 1'b0;
    mem_write = 1'b0;
    beq = 1'b0;
    bne = 1'b0;
    alu_op = 2'b00;
    jump = 1'b0;   
   end
 4'b1011:   
   begin
    reg_dst = 1'b0;
    alu_src = 1'b0;
    mem_to_reg = 1'b0;
    reg_write = 1'b0;
    mem_read = 1'b0;
    mem_write = 1'b0;
    beq = 1'b1;
    bne = 1'b0;
    alu_op = 2'b01;
    jump = 1'b0;   
   end
 4'b1100:   
   begin
    reg_dst = 1'b0;
    alu_src = 1'b0;
    mem_to_reg = 1'b0;
    reg_write = 1'b0;
    mem_read = 1'b0;
    mem_write = 1'b0;
    beq = 1'b0;
    bne = 1'b1;
    alu_op = 2'b01;
    jump = 1'b0;   
   end
 4'b1101:   
   begin
    reg_dst = 1'b0;
    alu_src = 1'b0;
    mem_to_reg = 1'b0;
    reg_write = 1'b0;
    mem_read = 1'b0;
    mem_write = 1'b0;
    beq = 1'b0;
    bne = 1'b0;
    alu_op = 2'b00;
    jump = 1'b1;   
   end   
 default: begin
    reg_dst = 1'b1;
    alu_src = 1'b0;
    mem_to_reg = 1'b0;
    reg_write = 1'b1;
    mem_read = 1'b0;
    mem_write = 1'b0;
    beq = 1'b0;
    bne = 1'b0;
    alu_op = 2'b00;
    jump = 1'b0; 
   end
 endcase
 end
endmodule
[/design/flow/run.sh]
#!/bin/bash
# OpenROAD 26Q1-2900-gdf79404cd8, Yosys 0.63+post, stock flow scripts
make -C /OpenROAD-flow-scripts/flow DESIGN_CONFIG=/design/flow/config.mk WORK_HOME=/design/flow/orfs finish
==> notes.md <==
fresh numbers from the pnr run: beginning of the critical path=opcode[2], Tightest Pin Transition=0.2331 ns, area fraction in and, or, nand and nor cells=50.00%, vias in the first global route=232, kind of critical path=in2out, total number of warnings across the stage logs=34, leading cell type in the layout, fill and taps excluded=dlygate4sd2_1, Max-Cap Viols=0, post-route ant nets=0, iteration count of the initial detailed-routing pass=4, count of input and output buffers=15, worst slew margin relative to its limit=84.39%, final-layout setup total negative slack=0 ns, total power density per cell area=229.2 nW/um^2, xor-xnor portion of the synthesized cell area=6.034%, and-or/or-and share of the synthesized area=14.66%, master of the slowest instance on the critical path=and4b_4, P&R area growth vs syn=192.2%, Antenna diodes=0, synthesized-area fraction occupied by adder cells=0%, count of clock buffers in the final design=0, status=finished clean, Period Utilization, post-route=98.28%, final-report hold violation count=0, number of unique standard cell types used by synthesis=16, gpl congestion=0.7358, DIE WIDTH=80 microns, leakage power total=0.1860 nW, launching element type of the critical path=primary input, largest net degree at the start of global routing=8, vias per cell=2.482, fraction of layout cells with a size suffix above 1=59.46%, die height=80 microns, mean routed wirelength per cell=8.470 microns, initial detailed-routing violation count=4, number of cell rows=21, post-synthesis instance total=19, final setup violation count=0, via count=206, unrepaired setup endpoints after global routing=true, count of pins on the block boundary=15, peak supply drop=0.1148 mV, total cells reported by yosys after synthesis=19, MUX area fraction=0%, wire length of the first global-routing pass=1.104 mm, Top logic family=simple AND/OR/NAND/NOR gates, GRT Util Overall=2.055%, total overflow reported by the global router=0, launch instance of the worst min-delay path=opcode[0], critical-path cell list=buf_12 > and4b_4 > buf_6 > buf_6 > a21oi_2 > buf_2, max-slew violation count=0, maximum operating frequency=782.7 MHz, FF+latch count=0, Routed WL=703 microns, most prevalent standard cell on the critical path=buf_6, Hold-fix buffers, CTS=0, count of synthesis-stage warnings from yosys=1, CP max stage delay=0.33 ns, buffer and inverter count on the worst path=4, CP delay by family, top=buffers and inverters, YS chip area=145.1 sq um, Reg area=0 sq um, data arrival time of the critical path=1.02 ns, maximum fanout encountered on the critical timing path=7, Netlist Area Pre-Place=145.1 sq um, leading cell types in the layout, fill and taps excluded=dlygate4sd2_1 (8), buf_4 (6), buf_6 (4), estimated wirelength of the detail-placed design=611.6 microns, total DRC errors in the routed layout=0, required time reported for the critical path endpoint=1.04 ns, number of instances in the placed design=82, core area=3416 sq um, Initial Utilization=4.249%, number of antenna violations at the first check in global routing=0, crit path time final=1.278 ns, Chip Footprint=6400 sq um, Non-Filler Instances=83, class of the worst hold path=in2out, element type at the critical path end=output port, Mean Syn Cell Area=7.639 sq um, sequential share of the synthesized area=0%, Post-Route Utilization=12.42%
## cells in the mapped netlist, drive strengths merged
cell type	number	share of area (%)
nor4b	1	10
nand3b	1	5.2
inv	1	2.6
a21boi	1	5.2
nor4	1	4.3
a311oi	1	6.0
xnor2	1	6.0
a21oi	1	3.4
and4b	1	9.5
nor3b	1	5.2
buf	5	27
or3b	1	6.0
nand2	1	2.6
nor3	2	6.9
## where the power goes
group / internal (mW) / leakage (nW) / switching [mW]
logic: 0.0586 / 0.186 / 0.0386
registers: 0 / 0 / 0
clock network: 0 / 0 / 0
total: 0.0586 / 0.186 / 0.0386
## tightest hold or removal path, cell delays in order
cell	delay [ns]
buf_6	0.09
or3b_1	0.10
a21boi_1	0.05
buf_2	0.11
## kinds of logic (layout without fill, tap and decap cells)
family,Yosys count,count (layout)
AND/OR/NAND/NOR,9,9
buffers and inverters,6,24
AND-OR/OR-AND,3,3
XOR/XNOR,1,1
## layout make-up
type,instances,area (sq um)
inverter,1,3.754
timing repair buffer,23,210.2
multi-input combinational,13,152.6
fill,405,2992
tap,46,57.56
## path summary, 6_finish.rpt
kind | end | depth (start not counted)
hold / removal | alu_op[0] | 4
setup / recovery | reg_dst | 6
## metal layers
metal	GRT usage (%)	share of wire, %	vias up
met4	0	0	0
met1	3.232	58	85
li1	-	-	107
met2	2.408	26	14
met5	0	0	-
met3	1.136	16	0
## metrics by stage
stage	setup WS, ns	hold WS, ns	area (sq um)	total power [mW]
2_1_floorplan	0.2131	0.5367	145.1	0.03194
3_3_place_gp	-0.8280	1.580	366.6	0.08249
3_5_place_dp	-0.8426	1.590	366.6	0.08439
4_1_cts	-0.001120	0.8992	402.9	0.09265
5_1_grt	-0.01426	0.9070	424.2	0.1065
6_report	0.02230	0.8785	424.2	0.09721
## timing repair
action	in CTS	in global routing
pin swaps	1	3
gates cloned	0	0
gates resized	50	5
setup endpoints to repair	11	3
setup buffers	1	0
Power figures rest on the tool's default switching activity, not on a simulated workload.
