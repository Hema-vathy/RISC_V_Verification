===== /design/flow/run.sh =====
#!/bin/bash
# OpenROAD 26Q1-2900-gdf79404cd8, Yosys 0.63+post, stock flow scripts
make -C /OpenROAD-flow-scripts/flow DESIGN_CONFIG=/design/flow/config.mk WORK_HOME=/design/flow/orfs finish

===== /design/flow/config.mk =====
export PLATFORM = sky130hd
export DESIGN_NAME = ALU
export DESIGN_NICKNAME = ALU
export VERILOG_FILES = /design/flow/design.v
export SDC_FILE = /design/flow/constraint.sdc
export NUM_CORES = 4
export LEC_CHECK = 1
export CORE_UTILIZATION = 30

===== /design/flow/constraint.sdc =====
current_design ALU

set clk_period 9.7
set clk_io_pct 0.2

create_clock -name clk0 -period $clk_period

set non_clock_inputs [all_inputs -no_clocks]
set_input_delay [expr $clk_period * $clk_io_pct] -clock clk0 $non_clock_inputs
set_output_delay [expr $clk_period * $clk_io_pct] -clock clk0 [all_outputs]

===== /design/flow/design.v =====
module ALU(
  input  [15:0] alu_in1,   
  input  [15:0] alu_in2,   
  input  [2:0] ALU_Control,  
  output reg [15:0] ALU_out,   
 output zero_flag
);
always @(*)
begin 
  case(ALU_Control)
 3'b000: ALU_out = alu_in1 + alu_in2;  
 3'b001: ALU_out = alu_in1- alu_in2;  
 3'b010: ALU_out = ~alu_in1;
 3'b011: ALU_out = alu_in1<<alu_in2;
 3'b100: ALU_out = alu_in1>>alu_in2;
 3'b101: ALU_out = alu_in1 & alu_in2;  
 3'b110: ALU_out = alu_in1 |alu_in2;  
 3'b111: begin if (alu_in1<alu_in2) ALU_out = 16'd1;
    else ALU_out = 16'd0;
    end
 default:ALU_out = alu_in1 + alu_in2;  
 endcase
end
  assign zero_flag = (ALU_out==16'd0) ? 1'b1: 1'b0;
endmodule

==> out/qor.yml <==
run_status:
  outcome: "completed"
die:
  die_y_um: 119
  io_pins: 52
  core_area_um2: 13300
  initCoreUtil_pct: 30.8
  core.rowCount: 42
  dieArea_um2: 14100
  die_w_um: 119
synthesis:
  avgSynthCellArea_um2: 7.39
  top_cells_by_area: "ha_1 (15%), mux2i_1 (11%), mux4_2 (5.0%)"
  yosysTopAreaCell: "ha_1"
  ys_chip_area_um2: 4090
  synthTopCellsByCount: "ha_1 (48), inv_1 (48), mux2i_1 (45), nand2_1 (40), nor2_1 (40)"
  yosysCellCount: 554
  top_cell_area_share_pct: 14.7
  ys_seq_share_pct: 0
  yosysUniqueCellTypes: 79
  yosysWarnings: 1
  syn_area_um2: 4090
  syn_inst: 554
flow_run:
  warnings: 64
  maxCapViolations: 0
final_layout:
  flop_area_um2: 0
  seq_cells: 0
  clock_buffers: 0
  area_growth_pct: 14.1
  stdcell_count: 754
  drive_gt1_share_pct: 6.92
  final_util_pct: 35.1
placed_design:
  place.detailed.hpwl_mm: 12.3
  place_congestion: 0.981
  dp_cells: 754
  portBuffers: 52
power:
  seqPwrFrac_pct: 0
  p_sw_w: 0.000142
  power_frac_clock_pct: 0
  combPwrFrac_pct: 100.0
  swShare_pct: 56.0
  p_leak_nw: 1.91
  irDropWorstVdd_mv: 0.0250
  p_per_area_nw_per_um2: 54.4
  intPower_w: 0.000112
timing:
  setup_viol: 0
  rsz0062_at_grt: "no"
  fmax_mhz: 126
  setup-tns-final_ps: 0
  maxSlewHeadroom_pct: 44.7
  finalCritPeriodShare_pct: 81.6
  worst_pin_slew_ps: 823
  fin_crit_ps: 7910
  slew_violations: 0
  hold_viol_final: 0
clocking:
  cts_resized: 0
  cts_setup_buffers: 0
  hold_buffers: 0
setup_path:
  arrival_ps: 5970
  path_max_fanout: 36
  cp-end-kind: "primary output"
  worstPathRequired_ps: 7760
  path_class: "in -> out"
  worstSetupStartpointType: "input pin"
detailed_routing:
  vias: 4595
  antenna_left: 0
  drt-total-wl_mm: 15.3
  drc: 0
  drtPass1Iterations: 5
  vias_per_cell: 6.09
  antennaDiodeCount: 0
  wl_per_cell_um: 20.3
  first_iter_violations: 451
worst_hold_path:
  hold_depth: 7
  min_path_type: "in -> out"
global_route:
  use_met1_pct: 32.5
  met3_usage_pct: 3.79
  met2_usage_pct: 32.6
  grt_overflow: 0
  grt_busiest_layer: "met2"
  grt_pass1_wl_mm: 24.0
  grt_max_degree: 38
  grt_use_total_pct: 22.0
  grt_pass1_vias: 4244
  antenna_found_initial: 0
[cell usage in the layout, fill, tap and decap left out, types with 11 or more instances in the layout]
| cell type | count |
|---|---|
| clkdlybuf4s50_1 | 51 |
| a21oi_1 | 28 |
| inv_1 | 48 |
| nand3_1 | 15 |
| nand2_1 | 40 |
| o21ai_0 | 26 |
| nor4_1 | 11 |
| nor3_1 | 17 |
| mux2i_1 | 45 |
| ha_1 | 48 |
| nor2_1 | 40 |
| nor2b_1 | 11 |
[path summary, 6_finish.rpt]
check / from / slack, ps / end
max: alu_in2[1] / 1790 / zero_flag
min: alu_in2[15] / 5260 / ALU_out[0]
[area by class of cell]
| class | count | area, um2 |
|---|---|---|
| fill | 1404 | 8630 |
| inverter | 48 | 180 |
| multi-input combinational | 469 | 3680 |
| tap | 176 | 220 |
| timing repair buffer | 61 | 583 |
[logic make-up (layout without fill, tap and decap cells)]
kind of cell	count (synthesis)	in the layout	share of synthesized area [%]
AND/OR/NAND/NOR	186	186	24.2
AND-OR/OR-AND	161	161	28.7
buffers and inverters	85	109	9.94
multiplexers	62	62	19.4
adder cells (fa/ha/maj)	50	50	15.7
XOR/XNOR	10	10	2.14
[stage by stage]
stage	cell area, um2	worst slack (ps)	total power, W	hold WS (ps)
2_1_floorplan	4090	3220	0.000162	4080
3_3_place_gp	4670	1860	0.000249	5260
3_5_place_dp	4670	1850	0.000249	5260
4_1_cts	4670	1820	0.000250	5270
5_1_grt	4670	1480	0.000275	5350
6_report	4670	1790	0.000254	5260
[layer usage]
metal	part of all wire, %	vias to the layer above
met5	0	-
met4	3.4	0
met3	9.1	40
met2	43	243
met1	45	2153
li1	-	2159
[worst max-delay path, cell delays in order]
cell and delay (ps):
buf_2 80, buf_4 480, inv_1 280, ha_1 380, o21bai_1 230, nor4b_1 580, or3_1 260, o211ai_1 130
a31o_1 230, a211o_1 300, nor4_2 250, nand3_1 160, nor4_2 160, clkdlybuf4s50_1 500
[power groups by stage]
stage | sequential [W] | clock (W) | combinational (W)
CTS | 0 | 0 | 0.000250
global route | 0 | 0 | 0.000275
finish | 0 | 0 | 0.000254
No activity file was given, so power comes from the tool's default toggle rates.
