## design/flow/config.mk

```make
export PLATFORM = sky130hd
export DESIGN_NAME = alu_control
export DESIGN_NICKNAME = alu_control
export VERILOG_FILES = /design/flow/design.v
export SDC_FILE = /design/flow/constraint.sdc
export NUM_CORES = 4
export LEC_CHECK = 1
export CORE_AREA = 10 10 70 70
export DIE_AREA = 0 0 80 80
```

## design/flow/constraint.sdc

```tcl
current_design alu_control

set clk_period 1.4
set clk_io_pct 0.2

create_clock -name clk0 -period $clk_period

set non_clock_inputs [all_inputs -no_clocks]
set_input_delay [expr $clk_period * $clk_io_pct] -clock clk0 $non_clock_inputs
set_output_delay [expr $clk_period * $clk_io_pct] -clock clk0 [all_outputs]
```

## design/flow/design.v

```verilog
module alu_control( ALU_Control, alu_op, opcode);
  output reg[2:0] ALU_Control;
 input [1:0] alu_op;
 input [3:0] opcode;
 wire [5:0] ALUControlIn;
 assign ALUControlIn = {alu_op,opcode};
 always @(ALUControlIn)
 casex (ALUControlIn)
   6'b10xxxx: ALU_Control=3'b000;
   6'b01xxxx: ALU_Control=3'b001;
   6'b000010: ALU_Control=3'b000;
   6'b000011: ALU_Control=3'b001;
   6'b000100: ALU_Control=3'b010;
   6'b000101: ALU_Control=3'b011;
   6'b000110: ALU_Control=3'b100;
   6'b000111: ALU_Control=3'b101;
   6'b001000: ALU_Control=3'b110;
   6'b001001: ALU_Control=3'b111;
  default: ALU_Control=3'b000;
  endcase
endmodule
```

## design/flow/run.sh

```bash
#!/bin/bash
# OpenROAD 26Q1-2900-gdf79404cd8, Yosys 0.63+post, stock flow scripts
make -C /OpenROAD-flow-scripts/flow DESIGN_CONFIG=/design/flow/config.mk WORK_HOME=/design/flow/orfs finish
```

==> results.ini <==
[status]
status = completed

[floorplan]
chipArea_um2 = 6400
row_count = 21
dieHeight_um = 80
io_pins = 9
coreArea_um2 = 3420
die_w_um = 80
fp_util = 0.0176

[layout]
syn_to_final_growth_pct = 260
num-fill-cells = 410
final_util = 0.0634
nClkBuffers = 0
stdcell_count = 67
final_area_um2 = 216
drive_above_1_share = 0.381
nFlopsAndLatches = 0
seqCellArea_um2 = 0

[logic_synthesis]
postSynthSeqShare = 0
top_logic_kind = simple AND/OR/NAND/NOR gates
netlist.top_cell.by_area = and3b_2
ys_area_um2 = 60.1
synth.area.mux_share = 0
ys_types = 9
synth_adder_area_share = 0
xor_share = 0.146
yosysCellCount = 10
top_cells_by_area = and3b_2 17%, xnor2_1 15%, nor2_1 13%
syn-mean-instance-area_um2 = 6.01
simple_gate_share = 0.583
top_area_frac = 0.167
synthAoiAreaFrac = 0.271
syn_inst = 10
yosysWarningCount = 1
syn_area_um2 = 60.1

[route]
avgViaCountPerCell = 1.64
wirelength_um = 294
drtPass1Iterations = 1
routed-via-count = 110
post_drt_wl_per_cell_um = 4.39
antenna_left = 0
drt_iter0_drc = 0
drc = 0
diodes = 0

[worst_setup_path]
crit_fanout = 4
end_kind = output pin
critPathLaunchType = input pin
startpoint = opcode[1]
path_class = in -> out
cp.required_ps = 1120
worstPathArrival_ps = 1030

[clock_tree]
post-cts-setup-buffer-count = 0
cts-hold-fix-buffers = 0

[global_route]
grt_antenna_before_repair = 0
grt_start_max_net_pins = 6
grt_pass1_vias = 108
grt-ovfl-total = 0
track_usage = 0.00808
grt_pass1_wl_um = 448

[sta]
setup_violations = 0
maxSlewHeadroom = 0.877
fin_crit_ps = 1310
finalClockPeriodUsage = 0.938
rsz0062_at_grt = false
clock.fmax_mhz = 761
final_max_slew_viol_count = 0
hold_viol = 0
tightest_slew_ps = 183

[power]
p_per_area_nw_per_um2 = 181
ir_drop_v = 0.0000200
p_leak_nw = 0.0794

[min_path]
hp-start = alu_op[1]
worstHoldPathType = in -> out

[flow_run]
warnings = 32
cap_violations = 0

[placed_design]
portBuffers = 9
routabilityCongestion = 0.776
dp_cells = 67
placed_area_um2 = 223

==> routing by layer <==
metal	vias up	GRT usage	wire [µm]
li1	61	-	-
met1	40	0.0125	167
met2	9	0.00963	62
met3	0	0.00455	64
met4	0	0	0
met5	-	0	0
==> worst max-delay path: stages <==
cell and delay, ps:
buf_6 100, or3_1 360, a31oi_1 160, nor2_1 50, clkbuf_2 90
==> power by group <==
part           internal [mW]  switching [mW]
logic                 0.0250          0.0143
registers                  0               0
clock network              0               0
total                 0.0250          0.0143
==> synth_stat cells <==
| cell | number |
|---|---|
| nor2_1 | 2 |
| nor3_1 | 1 |
| or3_1 | 1 |
| a21oi_1 | 1 |
| nor4_1 | 1 |
| a31oi_1 | 1 |
| xnor2_1 | 1 |
| o21ai_0 | 1 |
| and3b_2 | 1 |
==> metrics by stage <==
| stage | total power [mW] | TNS [ps] | hold slack [ps] | worst slack [ps] |
|---|---|---|---|---|
| 2_1_floorplan | 0.00933 | 0 | 573 | 305 |
| 3_3_place_gp | 0.0434 | -1760 | 1520 | -607 |
| 3_5_place_dp | 0.0434 | -1760 | 1520 | -608 |
| 4_1_cts | 0.0371 | 0 | 1020 | 20.2 |
| 5_1_grt | 0.0443 | 0 | 993 | 7.44 |
| 6_report | 0.0392 | 0 | 966 | 86.1 |
==> cells in the final DEF (no fill, tap or decap) <==
cell type and count:
dlygate4sd2_1 4, nor2_1 2, buf_6 2, buf_4 2, xnor2_1 1, nor4_2 1
or3_1 1, o21ai_0 1, a31oi_1 1, and3b_2 1, a21oi_1 1, nor3_1 1
clkdlybuf4s50_1 1, buf_2 1, clkbuf_2 1
==> what timing repair did <==
item | 4_1_cts | 5_1_grt
gates resized | 20 | 3
setup endpoints to repair | 3 | 3
pin swaps | 5 | 4
==> logic make-up after synthesis <==
family,count (synthesis)
compound gates,3
xor+xnor,1
simple gates,6
==> area by class of cell <==
type	count	area, µm²	share of cell area
repair buffers	11	92.6	0.428
multi-input cells	10	66.3	0.306
well taps	46	57.6	0.266
==> final timing paths <==
path,end,slack [ps],cells after the start
max,ALU_Control[0],90,5
min,ALU_Control[0],970,3
No activity file was given, so power comes from the tool's default toggle rates.
